==> /design/flow/config.mk <==
export PLATFORM = sky130hd
export DESIGN_NAME = ALSU
export DESIGN_NICKNAME = ALSU
export VERILOG_FILES = /design/flow/design.v
export SDC_FILE = /design/flow/constraint.sdc
export NUM_CORES = 4
export LEC_CHECK = 1
export CORE_UTILIZATION = 30
==> /design/flow/design.v <==
module ALSU(A, B, cin, serial_in, red_op_A, red_op_B, opcode, bypass_A, bypass_B, clk, rst, direction, leds, out);
parameter INPUT_PRIORITY = "A";
parameter FULL_ADDER = "ON";
input clk, rst, cin, red_op_A, red_op_B, bypass_A, bypass_B, direction, serial_in;
input [2:0] opcode;
input signed [2:0] A, B;
output reg [15:0] leds;
output reg [5:0] out;
reg cin_reg, red_op_A_reg, red_op_B_reg, bypass_A_reg, bypass_B_reg, direction_reg, serial_in_reg;
reg [2:0] opcode_reg, A_reg, B_reg;
wire invalid_red_op, invalid_opcode, invalid;
assign invalid_red_op = (red_op_A_reg | red_op_B_reg) & (opcode_reg[1] | opcode_reg[2]);
assign invalid_opcode = opcode_reg[1] & opcode_reg[2];  
assign invalid = invalid_red_op | invalid_opcode;
always @(posedge clk or posedge rst) begin
  if(rst) begin
    leds <= 0;
    out <= 0;
    cin_reg <= 0;
    red_op_B_reg <= 0;
    red_op_A_reg <= 0;
    bypass_B_reg <= 0;
    bypass_A_reg <= 0;
    direction_reg <= 0;
    serial_in_reg <= 0;
    A_reg <= 0;
    B_reg <= 0;
  end
  else begin
    if (invalid && !bypass_A_reg && !bypass_B_reg)  
      leds <= ~leds;
    else
      leds <= 0;
    cin_reg <= cin;
    red_op_B_reg <= red_op_B;
    red_op_A_reg <= red_op_A;
    bypass_B_reg <= bypass_B;
    bypass_A_reg <= bypass_A;
    direction_reg <= direction;
    serial_in_reg <= serial_in;
    opcode_reg <= opcode;
    A_reg <= A;
    B_reg <= B;
    if (bypass_A_reg && bypass_B_reg)
      out <= (INPUT_PRIORITY == "A")? A_reg: B_reg;
    else if (bypass_A_reg)
      out <= A_reg;
    else if (bypass_B_reg)
      out <= B_reg;
    else if (invalid) 
        out <= 0;
    else begin
        case (opcode_reg)  
          3'h0: begin  
            if (red_op_A_reg && red_op_B_reg)
              out = (INPUT_PRIORITY == "A")? |A_reg: |B_reg;  
            else if (red_op_A_reg) 
              out <= |A_reg;  
            else if (red_op_B_reg)
              out <= |B_reg;  
            else 
              out <= A_reg | B_reg;  
          end
          3'h1: begin  
            if (red_op_A_reg && red_op_B_reg)
              out <= (INPUT_PRIORITY == "A")? ^A_reg: ^B_reg;
            else if (red_op_A_reg) 
              out <= ^A_reg;
            else if (red_op_B_reg)
              out <= ^B_reg;
            else 
              out <= A_reg ^ B_reg;
          end
          3'h2: begin
            if (FULL_ADDER == "ON")
              out <= A_reg + B_reg + cin_reg;
            else
              out <= A_reg + B_reg;
          end
          3'h3: out <= A_reg * B_reg;
          3'h4: begin
            if (direction_reg)
              out <= {out[4:0], serial_in_reg};
            else
              out <= {serial_in_reg, out[5:1]};
          end
          3'h5: begin
            if (direction_reg)
              out <= {out[4:0], out[5]};
            else
              out <= {out[0], out[5:1]};
          end
        endcase
    end 
  end
end
endmodule
==> /design/flow/run.sh <==
#!/bin/bash
# OpenROAD 26Q1-2900-gdf79404cd8, Yosys 0.63+post, stock flow scripts
make -C /OpenROAD-flow-scripts/flow DESIGN_CONFIG=/design/flow/config.mk WORK_HOME=/design/flow/orfs finish
==> /design/flow/constraint.sdc <==
current_design ALSU

set clk_period 2.7
set clk_io_pct 0.2

create_clock -name clk0 -period $clk_period [get_ports {clk}]

set non_clock_inputs [all_inputs -no_clocks]
set_input_delay [expr $clk_period * $clk_io_pct] -clock clk0 $non_clock_inputs
set_output_delay [expr $clk_period * $clk_io_pct] -clock clk0 [all_outputs]
==> flow_summary_export.csv <==
group,metric,value,unit
layout,area_delta_synth_final,28.37,%
clock_network,post_cts_resized,0,
timing,setup_viol,0,
global_route,grt_pass1_wl,6782,um
worst_setup_path,slowest_stage,"fa_1",
synth,flop_cell,"dfrtp_1",
global_route,antenna_found_initial,0,
synth,synth_flops,38,
global_route,grt_usage,14.03,%
floorplanning,core,5991,um2
clock_network,clkTransAtPathRegs,0.07,ns
floorplanning,die_h,81.41,um
timing,finalHoldViolations,0,
layout,regArea,965.9,um2
layout,drive_above_1_share,6.047,%
place,hpwl,2995,um
synth,common_cells,"dfrtp_1 (35), nor2_1 (30), ha_1 (15), inv_1 (9), nand2_1 (9)",
route,drc,0,
synth,synth_top_cell_by_area,"dfrtp_1",
clock_network,cts_tree,"yes",
clock_network,post-cts-setup-buffer-count,0,
route,first_iter_violations,128,
place,post-place-ws,0.4207,ns
place,io_buffers,39,
power_and_ir_drop,ir_drop,0.3797,mV
timing,maxSlewViolCount,0,
clock_network,cts_buffer_depth,2,
timing,final.setup_skew,0.005720,ns
power_and_ir_drop,p_per_area,500.2,nW/um2
synth,synth_seq_share,51.06,%
worst_setup_path,startpoint_type,"flop",
synth,yosysTopAreaCellShare,46.30,%
route,vias,1400,
power_and_ir_drop,power.leakage,1.107,nW
clock_network,cts.sinks,38,
timing,fmax,437.9,MHz
clock_network,ctsHtreeMaxLevel,2,
synth,synthCells,173,
layout,top_regs,"leds x16, out x6",
synth,top_cells_by_area,"dfrtp_1 (46%), ha_1 (9.9%), nor2_1 (6.0%)",
synth,ys_async_sr_fraction,92.11,%
synth,ys_types,39,
worst_setup_path,crit_top_cell,"ha_1",
route,ant_nets,0,
clock_network,cts_root_buf,"clkbuf_8",
route,routed_via_density,4.828,
synth,avgSynthCellArea,10.94,um2
flow_run,cap_violations,0,
clock_network,clkLatencyLatePin,0.29,ns
route,routedWlPerCell,13.53,um
worst_setup_path,crit_fanout,5,
timing,finalWorstSetupSlack,0.4166,ns
worst_setup_path,cp.arrival,2.50,ns
worst_setup_path,critical_path_class,"flop to flop",
timing,tns,0,ns
worst_setup_path,worstPathCellList,"ha_1, xnor2_1, ha_1, ha_1, fa_1, nor2b_1, o32a_1, nor2_1",
global_route,first_global_vias,1426,
worst_setup_path,end_kind,"flop",
synth,yosys_cells,173,
synth,top_cell,"dfrtp_1",
floorplanning,fp_util,31.58,%
synth,edf_count,3,
global_route,gr-total-overflow,0,
timing,worstMarginPinSlew,0.4830,ns
layout,n_fill_cell,571,
timing,rsz0062_at_grt,"false",
layout,utilization,40.54,%
synth,yosys_warnings,1,
floorplanning,rows,28,
global_route,grt_start_max_net_pins,27,
layout,regMostFlops,"leds",
synth,yosys_area,1892,um2
route,n_antenna_cell,0,
flow_run,warnings,29,
floorplanning,io_pins,40,
floorplanning,die_area,6628,um2
place,gp_congestion,0.8625,
worst_setup_path,crit_required,2.92,ns
layout,largest_reg_flops,16,
clock_network,postCtsHoldBufs,0,
synth,netlist_area,1892,um2
clock_network,cts_inserted_buffers,5,
worst_setup_path,slowest_delay,0.50,ns
timing,period_used_share,84.57,%
floorplanning,die-width,81.41,um
timing,slew-limit-headroom,67.77,%
route,wl,3925,um
status,outcome,"finished, final reports clean",
timing,post-route-min-period,2.283,ns
route,firstDrtPassIters,4,
layout,logic_area,855.8,um2
worst_hold_path,hp-class,"flop to flop",
kinds of logic (layout without fill, tap and decap cells):
family / Yosys count / in the layout / synth area share [%]
AND-OR/OR-AND: 35 / 35 / 12.96
XOR/XNOR: 5 / 5 / 2.315
adder cells (fa/ha/maj): 18 / 18 / 13.10
buffers and inverters: 15 / 57 / 3.703
flip-flops: 38 / 38 / 51.06
multiplexers: 6 / 6 / 3.307
AND/OR/NAND/NOR: 56 / 56 / 13.56
path summary, 6_finish.rpt:
check | startpoint | end | slack, ns | cells past startpoint
max reg2reg | A_reg[1]$_DFF_PP0_ | out[3]$_DFFE_PP0P_ | 0.42 | 8
min | leds[0]$_DFF_PP0_ | leds[0]$_DFF_PP0_ | 0.43 | 1
min reg2reg | leds[0]$_DFF_PP0_ | leds[0]$_DFF_PP0_ | 0.43 | 1
min in group asynchronous | rst | leds[1]$_DFF_PP0_ | 0.57 | 2
max | A_reg[1]$_DFF_PP0_ | out[3]$_DFFE_PP0P_ | 0.42 | 8
max in group asynchronous | rst | leds[7]$_DFF_PP0_ | 1.42 | 3
metal layers:
layer | vias to the layer above | wire [um] | GRT usage [%]
li1 | 678 | - | -
met1 | 672 | 1868 | 21.90
met2 | 44 | 1752 | 21.42
met3 | 6 | 251 | 3.157
met4 | 0 | 52 | 1.429
met5 | - | 0 | 0
critical path, delay by kind of cell (launching register included):
family                     cells  cell delay, ns
adders and majority gates      4            1.22
DFF                            1            0.44
AOI/OAI and AO/OA              1            0.28
xor gates and xnor gates       1            0.16
and+or+nand+nor                2            0.13
power by group:
part	switching (mW)	total, mW	internal (mW)
clock network	0.186	0.363	0.177
registers	0.0393	0.648	0.609
logic	0.0877	0.203	0.116
total	0.313	1.21	0.902
metrics by stage:
stage / power (mW) / hold slack [ns] / cell area [um2] / std cells
detailed placement: 0.8631 / 0.4148 / 2347 / 282
global placement: 0.8641 / 0.4143 / 2347 / 282
CTS: 1.230 / 0.4316 / 2429 / 290
finish: 1.215 / 0.4297 / 2429 / 290
global route: 1.280 / 0.4442 / 2429 / 290
floorplan: 0.7666 / 0.3785 / 1892 / 173
area by class of cell:
class / count / share of cell area, %
Timing Repair Buffer: 40 / 16.38
Sequential cell: 38 / 39.77
Multi-Input combinational cell: 120 / 35.24
Clock inverter: 2 / 0.3606
Inverter: 9 / 1.391
Clock buffer: 6 / 2.988
Tap cell: 75 / 3.864
layout by cell type, fill, tap and decap left out, types with 2 or more instances in the layout:
cell type,n
mux2_2,2
a31oi_1,2
ha_1,15
xnor2_1,5
edfxtp_1,3
clkdlybuf4s50_1,39
nor3_1,2
nor2_1,30
a22oi_1,3
nor2b_1,6
a21oi_1,6
nand2_1,9
inv_1,9
a21o_1,2
o21ai_1,2
dfrtp_1,35
mux2i_1,4
o22ai_1,3
o22a_1,3
fa_1,3
nand3_1,2
o21ai_0,3
clkbuf_8,5
nand2b_1,3
Power is estimated from default activity; no workload was simulated.
